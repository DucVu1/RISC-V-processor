==> design.v <==
module FA_1bit(
	input logic A,B,Cin,
	output logic S, Cout
);
always_comb begin
	S = (A^B)^Cin;
	Cout = (A&B) | Cin&(A^B);
	end
endmodule
module FA_32bit_noCout #(
    parameter N = 32
)(
    input logic [N-1:0] A, B,
    input logic Cin,
    output logic [N-1:0] S,
);
    logic [N-1:0] Carry;
    logic [N-1:0] B_checked;
    generate
        genvar k;
        for (k = 0; k < N; k = k + 1) begin : generate_B_checked
            assign B_checked[k] = B[k] ^ Cin;
        end
    endgenerate
    generate
        genvar i;
        for (i = 0; i < N; i = i + 1) begin : generate_64bit_adder
            if (i == 0) begin
                FA_1bit F(.A(A[i]), .B(B_checked[i]), .Cin(Cin), .S(S[i]), .Cout(Carry[i]));
            end else begin
                FA_1bit F(.A(A[i]), .B(B_checked[i]), .Cin(Carry[i-1]), .S(S[i]), .Cout(Carry[i]));
            end
        end
    endgenerate
    assign Cout = (~Carry[N-1])&Cin;
endmodule
==> run.sh <==
#!/bin/bash
# OpenROAD 26Q1-2900-gdf79404cd8, Yosys 0.63+post, stock flow scripts
make -C /OpenROAD-flow-scripts/flow DESIGN_CONFIG=/design/flow/config.mk WORK_HOME=/design/flow/orfs finish
==> config.mk <==
export PLATFORM = sky130hd
export DESIGN_NAME = FA_32bit_noCout
export DESIGN_NICKNAME = FA_32bit_noCout
export VERILOG_FILES = /design/flow/design.v
export SDC_FILE = /design/flow/constraint.sdc
export NUM_CORES = 4
export LEC_CHECK = 1
export CORE_AREA = 10 10 103 103
export DIE_AREA = 0 0 113 113
==> constraint.sdc <==
current_design FA_32bit_noCout

set clk_period 30.4
set clk_io_pct 0.2

create_clock -name clk0 -period $clk_period

set non_clock_inputs [all_inputs -no_clocks]
set_input_delay [expr $clk_period * $clk_io_pct] -clock clk0 $non_clock_inputs
set_output_delay [expr $clk_period * $clk_io_pct] -clock clk0 [all_outputs]
==> results.py <==
# Physical implementation metrics
metrics = {
    "synthesis": {
        "syn_area_sq_um": 1440,
        "ys_seq_frac": 0,
        "yosys.cell_types.count": 9,
        "yosysWarnings": 2,
        "synth_chip_area_sq_um": 1440,
        "syn_inst": 161,
        "yosys_cells": 161,
        "syn_avg_cell_area_sq_um": 8.93,
    },
    "critical_path": {
        "critPathTopFamily": "adder cells",
        "crit_arrival_ns": 19.31,
        "critPathRequiredTime_ns": 24.32,
        "path_buffers": 5,
        "slowest_stage": "clkdlybuf4s50_1",
        "startpoint": "Cin",
        "path_class": "input pin to primary output",
        "crit_end": "S[31]",
        "crit_cells": 38,
        "crit_path_max_fanout": 32,
        "critPathCaptureType": "primary output",
        "critical-path-max-stage-delay_ns": 0.48,
        "startpoint_type": "input pin",
        "worst_path_most_repeated_cell": "fa_1",
    },
    "layout": {
        "syn_to_final_growth_pct": 56.2,
        "nClkBuffers": 0,
        "nFlopsAndLatches": 0,
        "seqCellArea_sq_um": 0,
        "layout-drive-gt1-share": 0.0135,
        "n_fill_cell": 879,
    },
    "place": {
        "dpl.hpwl_microns": 3570,
        "gp_congestion": 0.753,
        "port_buffers": 97,
    },
    "run": {
        "warnings": 32,
        "cap_viol_max_count": 0,
    },
    "timing": {
        "timing.hold.ws_ns": 13.14,
        "period_used_share": 0.835,
        "clock.fmax_ghz": 0.0394,
        "drv_slew": 0,
        "min_period_ns": 25.39,
        "finalSetupViolations": 0,
        "worst_pin_slew_ns": 0.526,
        "hold_viol": 0,
        "slew_headroom": 0.649,
        "rsz0062_at_grt": "no",
        "tns_ns": 0,
    },
    "drt": {
        "post_drt_via_cell_ratio": 3.16,
        "drtIter0Drc": 6,
        "first_pass_iters": 2,
        "diodes": 0,
        "avgRoutedWirePerCell_microns": 11.4,
        "drc_errors": 0,
        "routed_wl_microns": 3740,
        "final_antenna_net_count": 0,
        "detailroute.via_count": 1036,
    },
    "grt": {
        "grt_pass1_wl_microns": 6130,
        "grt_usage": 0.0577,
        "first_global_vias": 1235,
        "grt-ovfl-total": 0,
        "antenna_found_initial": 0,
        "grt_max_degree": 33,
    },
    "status": {
        "status": "complete, no violations",
    },
    "die": {
        "core-area_sq_um": 8300,
        "fp_util": 0.173,
        "dieArea_sq_um": 12800,
        "ios": 97,
        "dieHeight_microns": 113,
        "fp.dieW_microns": 113,
        "fp-row-count": 33,
    },
    "worst_hold_path": {
        "hold_class": "input pin to primary output",
        "holdPathStages": 3,
    },
    "power": {
        "power_density_nw_per_um2": 25.2,
        "p_leak_nw": 1.01,
        "peakVddDrop_uv": 10.6,
    },
    "clock_tree": {
        "cts.repair.resized": 0,
        "cts_setup_buffers": 0,
        "ctsHoldBuffers": 0,
    },
}
==> Yosys cell counts <==
master	number	area share
fa_1	30	0.42
buf_6	1	0.0078
mux2i_1	1	0.0070
xnor2_2	1	0.011
buf_8	3	0.031
buf_4	32	0.17
inv_1	60	0.16
xnor2_1	31	0.19
xor2_1	2	0.012
==> per-stage QoR <==
step                area (sq um)  setup slack, ns   util  power [mW]  cells
finish                      2250             5.01  0.271      0.0566    328
global route                2250             4.38  0.271      0.0652    328
CTS                         2250             4.84  0.271      0.0590    328
detailed placement          2250             4.89  0.271      0.0586    328
global placement            2250             4.88  0.271      0.0585    328
floorplan                   1440             6.19      -      0.0364    161
==> layer usage <==
metal  track usage  wire length (microns)  part of all wire
met2        0.0998                   1800              0.48
met1        0.0681                   1440              0.39
met3        0.0267                    499              0.13
met5             0                      0                 0
met4             0                      0                 0
==> layout by cell type, fill, tap and decap left out <==
master,instances
buf_4,1
mux2i_1,1
xor2_1,2
fa_1,30
clkdlybuf4s50_1,96
inv_1,60
buf_2,1
xnor2_1,31
xnor2_2,1
==> logic make-up (layout without fill, tap and decap cells) <==
logic type,Yosys count,in the layout,synth area share
fa+ha+maj,30,30,0.418
buf+inv,96,158,0.363
mux,1,1,0.00696
xor+xnor,34,34,0.212
==> power by group <==
group	total [mW]	internal (mW)	switching (mW)
clock network	0	0	0
logic	0.0566	0.0388	0.0178
registers	0	0	0
==> how the worst min path moves through the flow <==
| stage | start | endpoint |
|---|---|---|
| final | A[0] | S[0] |
| after CTS | A[0] | S[0] |
| after global routing | A[0] | S[0] |
==> area by class of cell <==
cell class                 count  area, sq um  share of cell area
inverter                      60          225               0.100
multi-input combinational     65          916               0.408
tap                          105          131              0.0585
timing repair buffer          98          973               0.433
Power and IR drop assume default switching activity.
