===== flow/run.sh =====
#!/bin/bash
# OpenROAD 26Q1-2900-gdf79404cd8, Yosys 0.63+post, stock flow scripts
make -C /OpenROAD-flow-scripts/flow DESIGN_CONFIG=/design/flow/config.mk WORK_HOME=/design/flow/orfs finish

===== flow/config.mk =====
export PLATFORM = sky130hd
export DESIGN_NAME = Forwarding_MUX_Comparator
export DESIGN_NICKNAME = Forwarding_MUX_Comparator
export VERILOG_FILES = /design/flow/design.v
export SDC_FILE = /design/flow/constraint.sdc
export NUM_CORES = 4
export LEC_CHECK = 1
export CORE_AREA = 10 10 78 78
export DIE_AREA = 0 0 88 88

===== flow/constraint.sdc =====
current_design Forwarding_MUX_Comparator

set clk_period 3.1
set clk_io_pct 0.2

create_clock -name clk0 -period $clk_period

set non_clock_inputs [all_inputs -no_clocks]
set_input_delay [expr $clk_period * $clk_io_pct] -clock clk0 $non_clock_inputs
set_output_delay [expr $clk_period * $clk_io_pct] -clock clk0 [all_outputs]

===== flow/design.v =====
module Forwarding_MUX_Comparator #(parameter Depth = 32)(
	input logic [Depth - 1:0] ALU_data, register_data, Memory_data,
	input logic [1:0] Mux_control,
	output logic [Depth - 1:0] Data_out
);
always_comb begin : MUX_3_1
	case (Mux_control) 
		2'b00 : Data_out = register_data;
		2'b10 : Data_out = ALU_data;
		2'b01 : Data_out = Memory_data;
	default Data_out = register_data;
	endcase
end
endmodule

==> reports/metrics.cfg <==
[synth]
yosys.area_share.aoi=0.6287
fa_ha_area_frac=0.03929
ys_area_sq_um=636.9
yosys_cells=113
synthTopCellsByArea=a22oi_1 38%, o21ai_1 24%, nand2_1 19%
ys_seq_share=0
syn_avg_cell_area_sq_um=5.636
synth.distinct_cells=8
xor_share=0
synth-simple-area-share=0.1886
synth_area_sq_um=636.9
ys_sh_mux=0
synth_warnings=1
top_cell_area_share=0.3772
syn_inst=113
topCombFamilyByArea=AND-OR/OR-AND gates
yosysTopAreaCell=a22oi_1
ys_top_cells_by_count=32 x a22oi_1, 32 x nand2_1, 30 x o21ai_1, 10 x buf_2, 3 x buf_6

[final_timing]
fmax_mhz=338.7
fin_ws_ns=0.1473
finalSetupViolCount=0
worst_slew_pin_slew_ns=0.1877
drv_slew=0
post-route-min-period_ns=2.953
tns_ns=0
rsz0062_at_grt=false
max_slew_margin=0.8749
hold_violations=0
finalClockPeriodUsage=0.9525
holdWs_ns=2.138

[layout]
ff_count=0
regArea_sq_um=0
layout-drive-gt1-share=0.04184
instances_no_fill=291
synthToLayoutAreaGrowth_pct=219.8
clock_buffers=0

[placement]
io_buffer_count=130
hpwl_um=4095
place.gp.congestion=0.7680
pre_cts_slack_ns=0.06203
placed_cells=291

[detailed_routing]
route.detailed.drc=0
vias_per_cell=4.399
wirelength_um=4712
first_pass_iters=4
drtIter0Drc=56
wl_per_cell_um=16.19
postRouteAntennaNets=0
num_vias=1280
antenna_cells=0

[floorplanning]
die_area_sq_um=7744
rows=24
fp_util=0.1443
chipHeight_um=88
boundaryPins=130
core-area_sq_um=4414
die_w_um=88

[grt]
grt_start_max_net_pins=25
grt_pass1_wl_um=7017
grt_usage=0.1111
grt_antenna_before_repair=0
grt-ovfl-total=0
grt_pass1_vias=1275

[power]
cellPowerDensity_nw_per_um2=160.2
vdd_ir_drop_max_v=0.00007976
p_leak_nw=0.7549
total_power_mw=0.3263
combPwrFrac=1.000
p_switching_mw=0.09169
pwr-share-clk=0
power.internal_mw=0.2347
seqPwrFrac=0
power.share.switching=0.2809

[run]
drv_cap=0
warnings=33

[min_path]
hold_depth=4
hold_path_class=input port to output pin

[critical_path]
end_kind=output pin
crit_arrival_ns=2.33
cp.required_ns=2.48
path_max_fanout=17
start_kind=input port
worstSetupPathType=input port to output pin

[cts]
cts_setup_buffers=0
cts-hold-fix-buffers=0

[outcome]
status=completed

==> metal layers <==
layer / routed length, um / vias up / global-route usage
met5: 0 / - / 0
met4: 27 / 0 / 0.005797
met3: 667 / 2 / 0.05051
met2: 2099 / 77 / 0.1872
met1: 1918 / 526 / 0.1327
li1: - / 675 / -
==> path summary, 6_finish.rpt <==
kind | from | endpoint
worst max-delay path | Mux_control[1] | Data_out[31]
worst min-delay path | register_data[22] | Data_out[22]
==> layout by cell type, fill, tap and decap left out, drive strengths merged <==
cell / netlist / layout
o21ai: 32 / 32
nand2: 32 / 32
clkdlybuf4s50: 0 / 130
inv: 2 / 2
a22oi: 32 / 32
buf: 13 / 9
ha: 2 / 2
==> critical path: stages <==
cell             delay [ns]
clkdlybuf4s50_1        0.46
inv_1                  0.08
ha_1                   0.18
buf_4                  0.24
a22oi_1                0.12
o21ai_0                0.14
clkdlybuf4s50_1        0.51
==> logic make-up (layout without fill, tap and decap cells) <==
| kind of cell | after synthesis | count (layout) |
|---|---|---|
| buffers and inverters | 15 | 141 |
| adder cells (fa/ha/maj) | 2 | 2 |
| AND-OR/OR-AND | 64 | 64 |
| AND/OR/NAND/NOR | 32 | 32 |
==> power by group through the flow <==
stage / Combinational [mW] / Sequential [mW] / Clock, mW
4_1_cts: 0.329 / 0 / 0
5_1_grt: 0.356 / 0 / 0
6_report: 0.326 / 0 / 0
==> per-stage QoR <==
step,util,cell area [sq um]
2_1_floorplan,-,636.9
5_1_grt,0.4615,2037
6_report,0.4615,2037
3_3_place_gp,0.4592,2027
3_5_place_dp,0.4592,2027
4_1_cts,0.4592,2027
==> what timing repair did <==
item / 4_1_cts / 5_1_grt
setup endpoints to repair: 0 / 2
resized: 0 / 1
endpoints found under the hold margin: 0 / 0
==> area by class of cell <==
class | count | area (sq um)
fillers | 437 | 2377
repair buffers | 139 | 1406
multi-input cells | 98 | 558.0
well taps | 52 | 65.06
inverters | 2 | 7.507
No activity file was given, so power comes from the tool's default toggle rates.
